--- flow/run.sh ---
#!/bin/bash
# OpenROAD 26Q1-2900-gdf79404cd8, Yosys 0.63+post, stock flow scripts
make -C /OpenROAD-flow-scripts/flow DESIGN_CONFIG=/design/flow/config.mk WORK_HOME=/design/flow/orfs finish
--- flow/config.mk ---
export PLATFORM = sky130hd
export DESIGN_NAME = memory_game
export DESIGN_NICKNAME = memory_game
export VERILOG_FILES = /design/flow/design.v
export SDC_FILE = /design/flow/constraint.sdc
export NUM_CORES = 4
export LEC_CHECK = 1
export CORE_UTILIZATION = 50
--- flow/constraint.sdc ---
current_design memory_game

set clk_period 1.2
set clk_io_pct 0.2

create_clock -name clk0 -period $clk_period [get_ports {clk}]

set non_clock_inputs [all_inputs -no_clocks]
set_input_delay [expr $clk_period * $clk_io_pct] -clock clk0 $non_clock_inputs
set_output_delay [expr $clk_period * $clk_io_pct] -clock clk0 [all_outputs]
--- flow/design.v ---
`timescale 1ns / 1ps
module BCDconverter(
	input [7:0] binary,
	output reg [3:0] Hundreds,
	output reg [3:0] Tens,
	output reg [3:0] Ones
    );
reg [19:0] a;
integer i;
always @ (binary)
begin
a[19:8] = 0;
a[7:0] = binary;
for(i=0; i<8; i = i+1)
begin
if(a[19:16] >= 5)
	a[19:16] = a[19:16] + 4'b0011;
if(a[15:12] >= 5)
	a[15:12] = a[15:12] + 4'b0011;
if(a[11:8] >=5)
	a[11:8] = a[11:8] + 4'b0011;
a = a << 1;
end
Hundreds = a[19:16];
Tens = a[15:12];
Ones = a[11:8];
end
endmodule
`timescale 1ns / 1ps
`timescale 1ns / 1ps
module PushButton_Debouncer(
    input clock,
    input PB,   
    output reg PB_state 
);
reg PB_sync_0;  always @(posedge clock) PB_sync_0 <= ~PB;   
reg PB_sync_1;  always @(posedge clock) PB_sync_1 <= PB_sync_0;
reg [15:0] PB_cnt;
wire PB_idle = (PB_state==PB_sync_1);
wire PB_cnt_max = &PB_cnt;	 
always @(posedge clock)
if(PB_idle)
    PB_cnt <= 0;   
else
begin
    PB_cnt <= PB_cnt + 16'd1;   
    if(PB_cnt_max) PB_state <= ~PB_state;   
end
endmodule
`timescale 1ns / 1ps
module clk_gen(
    input clock,
	 input reset,
    input [27:0] counter,
    output reg clk_out
    );
reg [27:0] count_to;
initial
begin
	clk_out <= 1'b0;
	count_to <= 1'b0;
end
always @ (posedge clock)
begin
	if (reset)
	begin
		clk_out <= 1'b0;
		count_to <= 28'b0;
	end
	else if (count_to == counter)
	begin
		clk_out <= ~clk_out;
		count_to <= 28'b0;
	end
	else
	begin
		count_to <= count_to + 1'b1;
	end
end
endmodule
`timescale 1ns / 1ps
module game_speed(
    input clock,
    input [7:0] p_score,
    output reg [27:0] count_value
    );
always @ (posedge clock)
begin
	count_value <= (
		(p_score < 1 ) ? 28'b1111111111111111111111111111 :  
		(p_score < 2 ) ? 28'b1110110010000010111000000000 :  
		(p_score < 3 ) ? 28'b1101000111001110111100000000 :  
		(p_score < 4 ) ? 28'b1011111010111100001000000000 :  
		(p_score < 5 ) ? 28'b1010001000011111111010000000 :  
		(p_score < 6 ) ? 28'b1000111100001101000110000000 :  
		(p_score < 7 ) ? 28'b0111001001110000111000000000 :  
		(p_score < 8 ) ? 28'b0101111101011110000100000000 :  
		(p_score < 9 ) ? 28'b0100011110000110100011000000 :  
		(p_score < 10) ? 28'b0010111110101111000010000000 :  
							  28'b0001011111010111100001000000);  
end
endmodule
`timescale 1ns / 1ps
module lfsr(
clock,    
reset,    
out       
);
output [7:0] out;
input clock, reset;
reg [7:0] out;
wire linear_feedback;
initial
begin
	out <= 8'b0;
end
assign linear_feedback = ~(out[7] ^ out[3] ^ out[2]);
always @(posedge clock)
begin
	if (reset) 
	begin 
		out <= 8'b0 ;
	end 
	else
	begin
		out <= {out[6],out[5],
				out[4],out[3],
				out[2],out[1],
				out[0], linear_feedback};
	end
end 
endmodule 
`timescale 1ns / 1ps
module memory_game(
    input clk,
    input rst,
	 input btnTM,
    input [7:0] sw,
	 output debug,
    output reg [7:0] LED,
    output reg [7:0] seg,
    output reg [2:0] an
    );
wire  [27:0] game_speed;   
reg  [3:0] game_level;    
reg  [7:0] gen_level;     
reg  inc_score;			  
reg  [1:0] digPos;		  
reg  enter;					  
wire [7:0] score;			  
wire [3:0] units;			  
wire [3:0] tens;			  
wire [3:0] hnds;			  
wire [7:0] rng_val;		  
wire pulse;					  
wire rng_pulse;			  
wire clk_speed;           
wire deb_clock;			  
wire mux_clock;		 	  
wire rst_db;
wire btnTM_db;
initial 
begin
	game_level <= 4'b0;
	inc_score <= 1'b0;
	digPos <= 2'b0;
	enter <= 1'b1;
	game_level <= 5'b0;
	gen_level <= 8'b0;
end
game_speed game_clock_setter(
    .clock(clk),
    .p_score(score),
    .count_value(game_speed)
);
lfsr level_generation( 
.clock(clk),     
.reset(1'b0),   
.out(rng_val)
);
clk_gen generate_clock(
	.clock(clk),
	.reset(enter),
	.counter(game_speed),
   .clk_out(clk_speed)
);
clk_gen generate_clock_mux(
	.clock(clk),
	.reset(1'b0),
	.counter(28'b0000000000111101000010010000),
   .clk_out(mux_clock)
);
pulse genLEDs(
    .reset(enter),
    .clock(clk_speed),
    .out(pulse)
    );
pulse rngPulse(
	.reset(enter),
	.clock(clk),
	.out(rng_pulse)
	);
clk_gen generate_debck(
	.clock(clk),
	.reset(1'b0),
	.counter(28'b0000000000000000000000001010),
   .clk_out(deb_clock)
);
PushButton_Debouncer debRst(
    .clock(deb_clock),
    .PB(rst),
    .PB_state(rst_db)
);
PushButton_Debouncer debBtnTM(
	.clock(deb_clock),
	.PB(btnTM),
	.PB_state(btnTM_db)
);
scoreCounter sct(
		.clock(inc_score),
		.reset(rst_db),
		.count(score)
);
always @ (posedge clk)
begin
	gen_level <= (rng_pulse) ? rng_val : gen_level;
end
always @ ( posedge clk ) 
begin
	if (pulse)
	begin
		LED[0] <= (~rng_pulse) & (gen_level[0]);
		LED[1] <= (~rng_pulse) & (gen_level[1]);
		LED[2] <= (~rng_pulse) & (gen_level[2]);
		LED[3] <= (~rng_pulse) & (gen_level[3]);
		LED[4] <= (~rng_pulse) & (gen_level[4]);
		LED[5] <= (~rng_pulse) & (gen_level[5]);
		LED[6] <= (~rng_pulse) & (gen_level[6]);
		LED[7] <= (~rng_pulse) & (gen_level[7]);
	end
	else
	begin
		LED <= 8'b00000000;
	end
end
always @ (posedge clk)
begin
	if (rst_db)
	begin
		enter <= 1'b1;
		inc_score <= 1'b0;
	end
	else if(btnTM_db)
	begin
		inc_score <= ((gen_level == sw) & (~pulse)) ? 1'b1:1'b0;
		enter <= 1'b1;
	end
	else
	begin
		inc_score <= 1'b0;
		enter <= 1'b0;
	end
end
always @ (posedge inc_score)
begin
	game_level <= game_level + 1'b1;
end
BCDconverter bcd(
	.binary(score),
	.Hundreds(hnds),
	.Tens(tens),
	.Ones(units)
);
reg [3:0] digit_value [0:2];
always @ (posedge clk)
begin
	if(rst_db)
	begin 
		digit_value[0] <= 4'd0;
		digit_value[1] <= 4'd0;
		digit_value[2] <= 4'd0;
	end
	else
	begin
		digit_value[0] <= units;
		digit_value[1] <= tens;
		digit_value[2] <= hnds;
	end
end
wire [2:0]an_val;
wire [7:0]seg_val;
always @ (posedge mux_clock)
begin
		digPos <= digPos + 2'b01;
end
seven_segment dispDig(
	.select(digPos), 
	.dp(1'b0),
	.digit_val(digit_value[digPos]), 
	.src_clk(mux_clock), 
	.anode(an_val), 
	.segment(seg_val)
);
always @ (posedge mux_clock)
begin
	an[2:0] <= an_val;
	seg[7:0] <= seg_val;
end
endmodule
`timescale 1ns / 1ps
module pulse(
    input clock,
    input reset,
    output reg out
    );
initial begin
	out <= 1'b0;
end
always @ (posedge clock or posedge reset)
begin
	if (reset)
	begin
		out <= 1'b1;
	end
	else
	begin
		out <= 1'b0;
	end
end
endmodule
`timescale 1ns / 1ps
module scoreCounter(
		input clock,
		input reset,
		output reg [7:0] count
    );
always @ (posedge clock or posedge reset)
begin
		if (reset)
		begin
			count <= 8'b0;
		end
		else
		begin
			count <= (count + 1'b1);
		end
end
endmodule
`timescale 1ns / 1ps
module seven_segment(input [1:0] select,
    input [3:0] digit_val,
    input dp,
	 input src_clk,
	 output reg [3:0]anode,
	 output reg [7:0]segment
    );
	always @ (posedge src_clk)
	begin
		case(select)
			0:	anode <= 4'b1110;
			1: anode <= 4'b1101;
			2: anode <= 4'b1011;
			default: anode <= 4'b0111;
		endcase
		case(digit_val)
			0:	segment <= 8'b11000000; 
			1:	segment <= 8'b11111001; 
			2:	segment <= 8'b10100100; 
			3:	segment <= 8'b10110000; 
			4:	segment <= 8'b10011001; 
			5:	segment <= 8'b10010010; 
			6:	segment <= 8'b10000010; 
			7:	segment <= 8'b11111000; 
			8:	segment <= 8'b10000000; 
			default: segment <= 8'b10011000; 
		endcase	
		segment[7] <= ~dp;
	end
endmodule
==> impl_metrics.yaml <==
# synthesis and place-and-route metrics
clock_tree:
  tritoncts: "yes"
  cts_buffers: 17
  cts_root_buf: "clkbuf_16"
  clk_latency_ps: 410
  htreeDepth: 4
  cts_buffer_depth: 2
  clk_pin_slew_worst_paths_ps: 60
floorplanning:
  die_w_um: 138
  fp-utilization_pct: 51.3
  coreArea_mm2: 0.0180
  die_y_um: 138
  die_area_mm2: 0.0191
  rows: 49
  io_pins: 31
timing:
  untimed_endpoints: 114
  clock_skew_ps: 6.38
  finalMaxSlewViolations: 0
  unclocked_pins: 69
  finalHoldViolCount: 0
  fmax_mhz: 557
  slew_headroom_pct: 33.8
  tns_ps: -28800
  worstMarginPinSlew_ps: 985
  rsz0062_at_grt: "true"
  finalCritPeriodShare_pct: 150
  min_period_ps: 1790
  final.setup.worst_slack_ps: -594
  setup_viol: 83
routing:
  drtAntennaViolNets: 0
  insertedDiodeCount: 0
  drtIter0Drc: 478
  remaining_drc_errors: 0
  dr.pass1.iters: 5
  vias: 7247
  via_per_inst: 5.20
  wl_per_cell_um: 14.0
  wl_um: 19500
worst_setup_path:
  crit_required_ps: 1500
  worstPathMaxFanout: 21
  r2r-end: "generate_clock.count_to[8]$_SDFF_PP0_"
  startpoint_type: "flop"
  r2r_cells: 7
  worst-endpoint-arrival_ps: 2100
  crit_path_end_kind: "flop"
  path_class: "reg2reg"
  r2r_start: "generate_clock.count_to[3]$_SDFF_PP0_"
  r2r_slack_ps: -590
power_and_ir_drop:
  p_sw_uw: 2280
  p_leak_uw: 0.00495
  ir_worst_vdd_v: 0.00115
  clock_power_share_pct: 51.7
  internal_power_uw: 8160
  power_frac_seq_pct: 47.4
  combPwrFrac_pct: 0.8
  power_density_mw_per_mm2: 841
  total_power_uw: 10400
  p_sw_share_pct: 21.8
status:
  violations: "negative setup slack"
  outcome: "finished, violations left"
cells_and_area:
  drive_gt1_share_pct: 30.8
  syn_to_final_growth_pct: 34.1
  fill_cells: 1232
  logic_area_mm2: 0.00523
  flop_area_mm2: 0.00457
global_route:
  grt_usage_pct: 21.4
  grt_pass1_wl_um: 33200
  grt_pass1_vias: 7043
  antenna_found_initial: 0
  grt_overflow: 0
  grt_max_degree: 39
logic_synthesis:
  ff_type: "dfxtp_1"
  netlist_instances: 977
  yosysUniqueCellTypes: 72
  ys_cells: 977
  avgSynthCellArea_um2: 9.47
  async_flop_share_pct: 4.63
  yosysTopAreaCellShare_pct: 42.0
  postSynthSeqShare_pct: 48.6
  yosys_area_mm2: 0.00925
  edf_count: 12
  ys_ff: 216
  yosysWarnings: 13
  synthTopCellsByArea: "dfxtp_1, xnor2_1, xor2_1"
  common_cells: "dfxtp_1, nor2_1, xnor2_1"
  synth_area_leader_cell: "dfxtp_1"
  yosysMostFrequentCell: "dfxtp_1"
  syn_area_mm2: 0.00925
placement:
  gp_congestion: 0.860
  port-buffer-count: 28
  dp_hpwl_um: 13400
min_path:
  hp-class: "reg2async"
flow_run:
  cap_violations: 0
  openroad.warnings: 42
## layout make-up
type | instances | area share, %
flip-flops and latches | 216 | 36.9
well taps | 229 | 2.31
clock buffers | 17 | 3.43
clock inverters | 15 | 1.52
inverters | 31 | 0.958
repair buffers | 187 | 12.8
multi-input cells | 698 | 42.1
## routing by layer
layer	wire [um]	vias to the layer above	track usage (%)
met2	9360	118	33.8
met5	0	-	0
met4	118	0	1.68
li1	-	3703	-
met3	750	7	3.21
met1	9270	3419	33.9
## placed cells by master (no fill, tap or decap), drive strengths merged, types with 12 or more instances in the layout
cell,instances
clkbuf,17
or3,14
nor2,126
nor3,18
xnor2,78
nor4,19
nand3,59
nand4,20
edfxtp,12
inv,39
o21ai,27
clkdlybuf4s50,20
nand2,68
ha,28
a21oi,27
xor2,70
dfxtp,194
and3,25
buf,159
## worst max-delay path, cell delays in order, from the launching register on
cell and delay [ps]:
dfxtp_2 330, or4_4 550, nor4_4 180, a41oi_2 70, nor3_2 170, or2_4 170, buf_12 150, nor2_1 60
## worst max-delay path by stage
stage | startpoint | to | slack [ps] | depth (start not counted)
4_1_cts | generate_clock.count_to[3]$_SDFF_PP0_ | generate_clock.count_to[22]$_SDFF_PP0_ | -590 | 7
5_1_grt | generate_clock.count_to[3]$_SDFF_PP0_ | generate_clock.count_to[21]$_SDFF_PP0_ | -710 | 7
6_report | generate_clock.count_to[3]$_SDFF_PP0_ | generate_clock.count_to[8]$_SDFF_PP0_ | -590 | 7
## cell families (layout without fill, tap and decap cells)
logic type | Yosys count | count (layout) | synth area share [%]
multiplexers | 10 | 10 | 1.20
AND/OR/NAND/NOR | 404 | 404 | 21.7
adder cells (fa/ha/maj) | 28 | 28 | 3.79
flip-flops | 216 | 216 | 48.6
XOR/XNOR | 148 | 148 | 14.1
other | 2 | 4 | 0.0812
AND-OR/OR-AND | 104 | 104 | 7.64
buffers and inverters | 65 | 250 | 2.87
## power groups by stage
stage	registers [uW]	clock network [uW]	logic [uW]
CTS	4960	5510	84.0
global route	4950	5740	94.9
finish	4950	5400	87.1
## sequential cells by signal, indices dropped and copies added (netlist names), 8 cells and up
signal / cells
generate_clock_mux.count_to: 28
game_clock_setter.count_value: 23
sct.count: 8
gen_level: 8
debBtnTM.PB_cnt: 16
level_generation.out: 8
generate_clock.count_to: 28
digit_value: 10
debRst.PB_cnt: 16
LED: 8
generate_debck.count_to: 28
## through the flow
| step | util [%] | area [um^2] | worst slack, ps | std cells | hold WS (ps) |
|---|---|---|---|---|---|
| 2_1_floorplan | - | 9570 | -567 | 979 | 221 |
| 3_3_place_gp | 60.6 | 10900 | -532 | 1331 | 248 |
| 3_5_place_dp | 60.6 | 10900 | -579 | 1331 | 247 |
| 4_1_cts | 66.6 | 12000 | -595 | 1377 | 253 |
| 5_1_grt | 68.8 | 12400 | -709 | 1393 | 290 |
| 6_report | 68.8 | 12400 | -594 | 1393 | 244 |
## repair_timing
action | in CTS | in global routing
setup buffers | 16 | 21
resized | 94 | 71
hold buffers | 0 | 0
pin swaps | 60 | 42
setup endpoints to repair | 91 | 85
Power and IR drop assume default switching activity.
